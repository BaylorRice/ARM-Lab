**design.v**
```verilog
`timescale 1ns / 1ps
module mux#(
    parameter SIZE=8)(
    input [SIZE-1:0] a_in,
    input [SIZE-1:0] b_in,
    input control,
    output [SIZE-1:0] mux_out
);
    assign mux_out = control ? b_in : a_in;
endmodule
`timescale 1ns / 1ps
`timescale 1ns / 1ps
module iWriteBack(
    input wire mem_to_reg,
    input wire [64-1:0] read_data,
    input wire [64-1:0] alu_result,
    output wire [64-1:0] write_back
);
    mux# (64) WRITEBACK_MUX(
        .b_in(read_data),
        .a_in(alu_result),
        .control(mem_to_reg),
        .mux_out(write_back)
    );
endmodule
```
**run.sh**
```bash
#!/bin/bash
# OpenROAD 26Q1-2900-gdf79404cd8, Yosys 0.63+post, stock flow scripts
make -C /OpenROAD-flow-scripts/flow DESIGN_CONFIG=/design/flow/config.mk WORK_HOME=/design/flow/orfs finish
```
**config.mk**
```make
export PLATFORM = sky130hd
export DESIGN_NAME = iWriteBack
export DESIGN_NICKNAME = iWriteBack
export VERILOG_FILES = /design/flow/design.v
export SDC_FILE = /design/flow/constraint.sdc
export NUM_CORES = 4
export LEC_CHECK = 1
export CORE_AREA = 10 10 83 83
export DIE_AREA = 0 0 93 93
```
**constraint.sdc**
```tcl
current_design iWriteBack

set clk_period 1.0
set clk_io_pct 0.2

create_clock -name clk0 -period $clk_period

set non_clock_inputs [all_inputs -no_clocks]
set_input_delay [expr $clk_period * $clk_io_pct] -clock clk0 $non_clock_inputs
set_output_delay [expr $clk_period * $clk_io_pct] -clock clk0 [all_outputs]
```
==> results.yml <==
# physical design summary
finish:
  comb_area_sq_um: 950
  design_area_sq_mm: 0.00309
  final_util: 0.602
  clkbuf_count: 0
  lay_top_cells: "92 x dlygate4sd2_1, 61 x mux2_4, 45 x buf_6, 33 x clkdlybuf4s50_1, 22 x buf_2"
  n_fill_cell: 523
  final_common_cell: "dlygate4sd2_1"
  seq_cells: 0
  drive_above_1_share: 0.529
  area_growth_pct: 187
  seqCellArea_sq_um: 0
critical_path:
  cp_max_fo: 5
  crit_slowest_cell: "mux2_4"
  crit_start: "mem_to_reg"
  critPathRequiredTime_ns: 0.80
  path_delay_family: "buffers and inverters"
  max_stage_delay_ns: 0.29
  path_class: "in -> out"
  cp_cell_sequence: "buf_16 > bufbuf_16 > mux2_4 > buf_2"
  crit_end: "write_back[48]"
  worst_setup_path_start_kind: "primary input"
  path_buffers: 3
  arrival_ns: 1.00
  cp_num_cells: 4
  worst_setup_path_end_kind: "output pin"
synthesis:
  synth_area_sq_mm: 0.00108
  synth_cell_type_count: 4
  ys_cells: 71
  yosysWarnings: 0
  netlist_instances: 71
  yosys-stat-area_sq_mm: 0.00108
  yosysSeqAreaShare: 0
  avgSynthCellArea_sq_um: 15.2
final_timing:
  setup_ws_ns: -0.199
  fmax_mhz: 834
  drv_slew: 0
  setup_violations: 64
  whs_ns: 0.705
  finalHoldViolations: 0
  rsz0062_at_grt: "yes"
  fin_crit_sh: 1.20
  max_slew_margin: 0.939
  tightest_slew_ns: 0.0910
  finalCriticalPeriod_ns: 1.20
detailed_routing:
  num_antenna_cells: 0
  routed_wl_microns: 6660
  ant_nets: 0
  wire_per_inst_microns: 19.5
  num_vias: 1343
  dr.first_iter.drc_count: 9
  drtPass1Iterations: 2
  route.detailed.drc: 0
  via_per_inst: 3.93
power_and_ir_drop:
  finalPower_mw: 1.26
  power.leakage_nw: 1.65
  p_per_area_mw_per_mm2: 409
  ir_worst_vdd_mv: 0.166
floorplanning:
  fp_util: 0.210
  dieHeight_microns: 93
  dieWidth_microns: 93
  die-area_sq_mm: 0.00865
  rows: 26
  pin_count: 193
  coreArea_sq_mm: 0.00514
grt:
  grt_max_degree: 9
  grt_pass1_wl_microns: 9450
  grtUsageTotal: 0.142
  overflow: 0
  grt_pass1_vias: 1536
  grt_antenna_before_repair: 0
placed_design:
  io_buffers: 193
  placed_area_sq_mm: 0.00308
  gp_congestion: 0.811
  dpl.hpwl_microns: 6180
  post-place-ws_ns: -0.543
status:
  outcome: "finished, violations left"
  failed_checks: "negative setup slack"
run:
  tool_warnings: 35
  maxCapViolCount: 0
hold_path:
  hold_class: "in -> out"
  hold_path_depth: 3
## metrics by stage
stage | cells | setup TNS [ns]
floorplan | 71 | 0
finish | 342 | -6.70
global route | 342 | -7.80
detailed placement | 334 | -32.61
CTS | 342 | -7.15
global placement | 334 | -32.67
## layout make-up
| type | instances | share of cell area |
|---|---|---|
| multi-input cells | 64 | 0.307 |
| repair buffers | 208 | 0.665 |
| well taps | 70 | 0.0283 |
## metal layers
| metal | vias to the layer above | GRT usage | wire [microns] |
|---|---|---|---|
| met5 | - | 0 | 0 |
| met4 | 0 | 0 | 0 |
| met3 | 0 | 0.0517 | 637 |
| met2 | 73 | 0.287 | 3890 |
| met1 | 595 | 0.141 | 2130 |
| li1 | 675 | - | - |
## Yosys cell counts
cell / n / area [sq um]
mux2_2: 4 / 45.0
mux2_4: 60 / 901
buf_6: 1 / 11.3
buf_12: 6 / 120
## worst min-delay path by stage
stage,from,to
after CTS,read_data[29],write_back[29]
after global routing,read_data[22],write_back[22]
final,alu_result[22],write_back[22]
## cells by family (layout without fill, tap and decap cells)
| kind of cell | Yosys count | in the layout | share of synthesized area |
|---|---|---|---|
| muxes | 64 | 64 | 0.878 |
| buffers and inverters | 7 | 208 | 0.122 |
## power by group
part	switching [mW]	leakage (nW)	internal [mW]
logic	0.283	1.65	0.981
clock network	0	0	0
registers	0	0	0
## worst min-delay path: stages
cell and delay, ns:
dlymetal6s2s_1 0.08, mux2_4 0.15, buf_6 0.08
## what timing repair did
item / CTS / global route
setup buffers: 5 / 0
endpoints found under the setup margin: 64 / 64
resized: 345 / 11
gates cloned: 3 / 0
hold buffers: 0 / 0
Power figures rest on the tool's default switching activity, not on a simulated workload.
