$ cat design/flow/run.sh
#!/bin/bash
# OpenROAD 26Q1-2900-gdf79404cd8, Yosys 0.63+post, stock flow scripts
make -C /OpenROAD-flow-scripts/flow DESIGN_CONFIG=/design/flow/config.mk WORK_HOME=/design/flow/orfs finish
$ cat design/flow/config.mk
export PLATFORM = sky130hd
export DESIGN_NAME = sign_extender
export DESIGN_NICKNAME = sign_extender
export VERILOG_FILES = /design/flow/design.v
export SDC_FILE = /design/flow/constraint.sdc
export NUM_CORES = 4
export LEC_CHECK = 1
export CORE_AREA = 10 10 70 70
export DIE_AREA = 0 0 80 80
$ cat design/flow/constraint.sdc
current_design sign_extender

set clk_period 4.2
set clk_io_pct 0.2

create_clock -name clk0 -period $clk_period

set non_clock_inputs [all_inputs -no_clocks]
set_input_delay [expr $clk_period * $clk_io_pct] -clock clk0 $non_clock_inputs
set_output_delay [expr $clk_period * $clk_io_pct] -clock clk0 [all_outputs]
$ cat design/flow/design.v
`timescale 1ns / 1ps
`timescale 1ns / 1ps
module sign_extender(
    input [32-1:0] instruction,
    output reg [64-1:0] sign_extended_output
);
    reg [10:0] opcode;
    reg [7:0] d_address;
    reg [17:0] cb_address;
    reg [25:0] b_address;
    always @(*) begin
        opcode = instruction[31:21];
        casex(opcode)
            11'b11111000010, 11'b11111000000: begin
                d_address = instruction[20:12];
                if (d_address[7] == 0) begin
                    sign_extended_output[64-1:8] = 0;
                end else begin
                    sign_extended_output[64-1:8] = {((64-1)-7){1'b1}};
                end
                sign_extended_output[7:0] = d_address;
                end
            11'b10110100XXX: begin
                cb_address = instruction[23:5];
                if (cb_address[17] == 0) begin
                    sign_extended_output[64-1:18] = 0;
                end else begin
                    sign_extended_output[64-1:18] = {((64-1)-17){1'b1}};
                end
                sign_extended_output[17:0] = cb_address; 
                end
             11'b000101XXXXX: begin
                b_address = instruction[25:0];
                if (b_address[25] == 0) begin
                    sign_extended_output[64-1:26] = 0;
                end else begin
                    sign_extended_output[64-1:26] = {((64-1)-25){1'b1}};
                end
                sign_extended_output[25:0] = b_address;
                end
            default: begin
                sign_extended_output = 0;
            end
             endcase
        end
endmodule
==> metrics.cfg <==
[cts]
postCtsSetupBuffers = 0
cts-resized-gates = 0
postCtsHoldBufs = 0

[worst_setup_path]
crit_required_ns = 3.36
cp_slowest_cell = clkdlybuf4s50_1
path_class = in -> out
slowest_delay_ns = 0.49
cp.arrival_ns = 2.98
cp_num_buf_inv = 4
cp_cell_sequence = clkdlybuf4s50_1 > or3b_4 > nor4b_4 > buf_4 > a222oi_1 > inv_1 > clkdlybuf4s50_1
cp_common_cell = clkdlybuf4s50_1
worst_setup_path_end_kind = output port
start_kind = input pin
crit_path_max_fanout = 25
crit_family = buffers and inverters

[die]
io_pins = 96
die_h_um = 80
core_mm2 = 0.00342
num_rows = 21
initCoreUtil_pct = 21.6
chipArea_mm2 = 0.00640
die_w_um = 80

[grt]
grt_pass1_vias = 963
grt_max_degree = 40
grt_usage_pct = 9.59
antenna_found_initial = 0
grt.overflow.total = 0
grt_pass1_wl_um = 5020

[route]
vias = 879
drt_iter0_drc = 98
dr.pass1.iters = 5
via_per_inst = 4.51
diodes = 0
drt_wl_total_um = 3420
drc = 0
post_drt_wl_per_cell_um = 17.5
drtAntennaViolNets = 0

[min_path]
hold_start = instruction[22]
holdPathEnd = sign_extended_output[22]
holdPathStages = 4
hp-class = in -> out

[sta]
setup_violations = 0
fmax_ghz = 0.262
slew_headroom_pct = 67.5
tightest_slew_ns = 0.483
rsz0062_at_grt = false
slew_viol_final = 0
period_needed_ns = 3.82
final_hold_viol_count = 0
finalCritPeriodShare_pct = 91.0
fin_tns_setup_ns = 0
whs_ns = 2.66

[placement]
io_buffers = 96
gp_congestion = 0.756
dpl.hpwl_um = 2840
placed_cell_area_mm2 = 0.00147

[power_and_ir_drop]
powerDensity_mw_per_mm2 = 38.0
ir_worst_vdd_mv = 0.0135
p_leak_nw = 0.628

[layout]
register_area_um2 = 0
nClkBuffers = 0
post-route-util_pct = 43.2
flop-count = 0
nFillCells = 326
drive_gt1_share_pct = 6.04
synthToLayoutAreaGrowth_pct = 100
design_area_mm2 = 0.00147

[synthesis]
synth.distinct_cells = 22
yosys_cells = 91
ys_seq_share_pct = 0
ys_area_um2 = 737
synth_area_um2 = 737
avgSynthCellArea_um2 = 8.10
synth_warnings = 1
netlist_instances = 91

[status]
outcome = finished, final reports clean

[run]
tool_warnings = 32
drv_cap = 0

## report_power, final
| group | internal [W] | switching (W) | leakage (nW) |
|---|---|---|---|
| clock network | 0 | 0 | 0 |
| registers | 0 | 0 | 0 |
| logic | 0.0000390 | 0.0000170 | 0.628 |
## per-stage QoR
step / instances / total power, W / setup slack [ns]
finish: 195 / 0.0000560 / 0.379
floorplan: 91 / 0.0000124 / 0.649
CTS: 195 / 0.0000565 / 0.362
global placement: 195 / 0.0000561 / 0.398
global route: 195 / 0.0000600 / 0.226
detailed placement: 195 / 0.0000561 / 0.367
## cell usage after synthesis (all sizes together)
cell / n / area, um2
a21o: 8 / 60.1
a221o: 9 / 90.1
a222oi: 7 / 70.1
a32o: 1 / 10.0
and3: 1 / 6.26
buf: 42 / 324
clkinv: 1 / 3.75
inv: 8 / 30.0
nand2b: 1 / 6.26
nand4bb: 2 / 27.5
nor2: 3 / 11.3
nor3: 1 / 16.3
nor3b: 1 / 7.51
nor4: 1 / 21.3
nor4b: 1 / 23.8
o21a: 1 / 7.51
o21ai: 2 / 10.0
or3b: 1 / 11.3
## worst max-delay path by stage
stage	slack, ns	start	endpoint	depth (start not counted)
CTS	0.36	instruction[27]	sign_extended_output[1]	7
global route	0.23	instruction[27]	sign_extended_output[6]	7
finish	0.38	instruction[27]	sign_extended_output[1]	7
## final cells by class
type / count / area [um2] / share of cell area [%]
inverter: 9 / 33.8 / 2.29
multi-input combinational: 40 / 379 / 25.7
tap: 46 / 57.6 / 3.90
timing repair buffer: 100 / 1000 / 68.1
## layout by cell type, fill, tap and decap left out, drive strengths merged
| cell | synthesis | routed |
|---|---|---|
| clkdlybuf4s50 | 0 | 96 |
| a221o | 9 | 9 |
| inv | 8 | 8 |
| a21o | 8 | 8 |
| a222oi | 7 | 7 |
| buf | 42 | 4 |
| nor2 | 3 | 3 |
| nand4bb | 2 | 2 |
| o21ai | 2 | 2 |
| clkinv | 1 | 1 |
| or3b | 1 | 1 |
| nor3 | 1 | 1 |
| nor4b | 1 | 1 |
| and3 | 1 | 1 |
| a32o | 1 | 1 |
| nor4 | 1 | 1 |
| nor3b | 1 | 1 |
| o21a | 1 | 1 |
| nand2b | 1 | 1 |
## per-layer routing
| layer | vias up | wire length [um] | GRT usage (%) |
|---|---|---|---|
| met1 | 386 | 1340 | 11.0 |
| met4 | 0 | 0 | 0 |
| met5 | - | 0 | 0 |
| met2 | 72 | 1420 | 14.7 |
| met3 | 0 | 656 | 7.50 |
| li1 | 421 | - | - |
## kinds of logic after synthesis
family | Yosys count | synth area share, %
AOI/OAI and AO/OA | 28 | 33.6
buffers and inverters | 51 | 48.6
and+or+nand+nor | 12 | 17.8
Power and IR drop assume default switching activity.
