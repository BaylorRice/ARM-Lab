`flow/config.mk`:
```
export PLATFORM = sky130hd
export DESIGN_NAME = iExecute
export DESIGN_NICKNAME = iExecute
export VERILOG_FILES = /design/flow/design.v
export SDC_FILE = /design/flow/constraint.sdc
export NUM_CORES = 4
export LEC_CHECK = 1
export CORE_AREA = 10 10 243 243
export DIE_AREA = 0 0 253 253
```
`flow/constraint.sdc`:
```
current_design iExecute

set clk_period 31.1
set clk_io_pct 0.2

create_clock -name clk0 -period $clk_period

set non_clock_inputs [all_inputs -no_clocks]
set_input_delay [expr $clk_period * $clk_io_pct] -clock clk0 $non_clock_inputs
set_output_delay [expr $clk_period * $clk_io_pct] -clock clk0 [all_outputs]
```
`flow/design.v`:
```
`timescale 1ns / 1ps
`timescale 1ns / 1ps
module adder(
    input [64 - 1:0] a_in,
    input [64 - 1:0] b_in,
    output [64 - 1:0] add_out
    );
assign add_out = a_in + b_in;
endmodule
`timescale 1ns / 1ps
module mux#(
    parameter SIZE=8)(
    input [SIZE-1:0] a_in,
    input [SIZE-1:0] b_in,
    input control,
    output [SIZE-1:0] mux_out
);
    assign mux_out = control ? b_in : a_in;
endmodule
`timescale 1ns / 1ps
`timescale 1ns / 1ps
module alu(
    input wire [64-1:0] a_in,
    input wire [64-1:0] b_in,
    input wire [3:0] alu_control,
    output reg [64-1:0] alu_result,
    output reg zero
);
    always @(*) begin
        case(alu_control)
            4'b0000 : alu_result = a_in & b_in;
            4'b0001 : alu_result = a_in | b_in;
            4'b0010 : alu_result = a_in + b_in;
            4'b0110 : alu_result = a_in - b_in;
            4'b0111 : alu_result = b_in;
            default: alu_result = a_in & b_in;
        endcase
        zero = (alu_result == 0);
    end
endmodule
`timescale 1ns / 1ps
`timescale 1ns / 1ps
module alu_control(
    input wire [1:0] alu_op,
    input wire [10:0] opcode,
    output reg [3:0] alu_control
    );
    always @(*) begin
        casex(alu_op)
        2'b00, 2'b00: alu_control = 4'b0010;
        2'b01: alu_control = 4'b0111;
        2'b10: begin
            alu_control[3] = 0;
            alu_control[2] = opcode[9];
            alu_control[1] = opcode[3];
            alu_control[0] = opcode[8];
            end
        default: alu_control = 4'b0000;
        endcase
    end
endmodule
`timescale 1ns / 1ps
`timescale 1ns / 1ps
module iExecute(
    input wire [64-1:0] cur_pc,
    input wire [64-1:0] read_data1,
    input wire [64-1:0] read_data2,
    input wire [64-1:0] sign_extended_output,
    input wire [1:0] alu_op,
    input wire [10:0] opcode,
    input wire alu_src,
    output wire [64-1:0] branch_target,
    output wire [64-1:0] alu_result,
    output wire zero
);
    wire [64-1:0] bADD_bIN_wire;
    assign bADD_bIN_wire = sign_extended_output << 2;
    adder bADD(
        .a_in(cur_pc),
        .b_in(bADD_bIN_wire),
        .add_out(branch_target)
    );
    wire [64-1:0] ALU_bIN_wire;
    mux#(64) ALU_MUX(
        .a_in(read_data2),
        .b_in(sign_extended_output),
        .control(alu_src),
        .mux_out(ALU_bIN_wire)
    );
    alu ALU(
        .a_in(read_data1),
        .b_in(ALU_bIN_wire),
        .alu_control(ALU_Cont_wire),
        .alu_result(alu_result),
        .zero(zero)
    );
    wire [3:0] ALU_Cont_wire;
    alu_control ALU_CONT(
        .alu_op(alu_op),
        .opcode(opcode),
        .alu_control(ALU_Cont_wire)
    );
endmodule
```
`flow/run.sh`:
```
#!/bin/bash
# OpenROAD 26Q1-2900-gdf79404cd8, Yosys 0.63+post, stock flow scripts
make -C /OpenROAD-flow-scripts/flow DESIGN_CONFIG=/design/flow/config.mk WORK_HOME=/design/flow/orfs finish
```
==> summary.txt <==
Tightest Pin Transition - 951 ps
WL/cell - 26.3 µm
DRC viols - 0
Setup violations, final - 0
Unique cell types - 89
Port Buf Inserts - 387
slew margin rel. - 0.348
drt first pass iters - 5
count of clock buffers in the final design - 0
Crit. End Element - output port
vias in the first global route - 16326
Cell Chain, Critical Path - clkdlybuf4s50_1, inv_1, ha_1, a211oi_1, nor2_1, buf_4, nand4b_1, o21ai_0, xor2_1, ha_1, a21o_1, a221o_1, o31a_1, a2111oi_0, nor4_1, nor4b_1, nand4_1, nor4_1, buf_4, nand4bb_1, nor4b_2, nand4_1, nor4b_2, clkdlybuf4s50_1
CP peak stage delay - 800 ps
commonest cells in the synthesized netlist - a21oi_1, o21ai_0, nand2_1
Peak VDD IR - 0.0109 mV
Slew Viols, Final - 0
fp_density - 0.240
Crit Path Class - in2out
DIE AREA - 64000 µm²
FP Rows - 85
Final Cycle Share - 0.664
FFs & Latches - 0
IO Pins - 399
CP Launch Type - primary input
Leakage - 0.00679 µW
FMAX - 0.0484 GHz
gr ovfl total - 0
synth-to-layout area growth - 34.8%
Core Footprint - 53800 µm²
post-synthesis instance total - 1978
CP top delay family - simple AND/OR/NAND/NOR gates
top fanout value on the critical path - 26
Synthesis Warnings - 2
Post-CTS Setup Inserts - 0
Synth area leader - ha_1
vias per cell - 5.82
Flop area - 0 µm²
Iter 0 DRT Violations - 1690
setup TNS - 0 ps
share of layout cells above drive strength 1 - 0.0491
Hold Violations, Final - 0
ys cells - 1978
All-Layer GR Usage - 0.237
hold crit path type - in2out
Vias - 17312
global-route wire length before repair - 112000 µm
Synth Seq Share - 0
Post-Syn Area - 12900 µm²
die height - 253 µm
Yosys Chip Area - 12900 µm²
Pwr per Cell Area - 26.0 nW/µm²
GPL Wtd Cong - 1.04
maximum number of pins on one net before global-route repair - 55
filler cell count in the final layout - 5770
top area cells in the synthesized netlist - ha_1, a21oi_1, o21ai_0, xnor2_1, nand2_1
routed wire length - 78200 µm
count leader, synth - a21oi_1
RSZ-0062 raised after global routing - false
status - complete, no violations
CTS resizes - 0
Die Width - 253 µm
Worst path slowest cell - a2111oi_0
Final ANT Viol Nets - 0
data arrival time of the critical path - 14420 ps
worst path buffer plus inverter count - 5
Req. time, crit path - 24880 ps
final cell count without fillers - 2977
area share of the largest cell type after synthesis - 0.127
number of antenna violations at the first check in global routing - 7
hold_buf cts - 0
Final HPWL DP - 67000 µm
post-synthesis average cell area - 6.54 µm²
DP Cell Count - 2975
fin crit period - 20640 ps
tool warnings - 45
number of max-cap violations - 0
worst paths after layout:
kind	depth (start not counted)	startpoint	slack [ps]	endpoint
min	0	cur_pc[0]	12440	branch_target[0]
max	24	alu_op[0]	10460	zero
report_power, final:
part / leakage, µW / switching, µW / internal (µW)
combinational: 0.00679 / 250 / 203
sequential: 0 / 0 / 0
clock: 0.0000000127 / 0 / 0.00000865
routing by layer:
layer	wire length (µm)	vias up	track usage	part of all wire
met5	44	-	0	0.00056
met1	32900	8117	0.311	0.42
met4	2380	6	0.0637	0.030
met2	36000	947	0.389	0.46
li1	-	8125	-	-
met3	6910	117	0.0466	0.088
layout by cell type, fill, tap and decap left out, types with 13 or more instances in the layout:
master           count
nand2b_1            23
nor2_1             146
mux2i_1             42
nor3_1              61
a31oi_1             40
o21bai_1            20
o211ai_1            25
xor2_1              55
mux2_2              48
and3_1              16
nand3_1             49
nand2_1            179
or3_1               16
o21a_1              21
nand4_1             50
o31ai_1             13
ha_1               131
inv_1               59
buf_4               28
a211oi_1            15
nor4_1              19
xnor2_1            101
a21o_1              70
clkdlybuf4s50_1    386
and2_1              17
o21ai_0            183
nor3b_1             14
o21ai_1             16
a21oi_1            222
metrics by stage:
step / utilization / total power [µW] / area [µm²] / worst slack, ps / hold WS [ps]
after CTS: 0.324 / 449 / 17400 / 10420 / 12440
final: 0.324 / 453 / 17400 / 10460 / 12440
after global routing: 0.324 / 487 / 17400 / 10040 / 12440
after global placement: 0.324 / 447 / 17400 / 10440 / 12440
after floorplan: - / 229 / 12900 / 13030 / 12510
after detailed placement: 0.324 / 446 / 17400 / 10470 / 12440
cells by family (layout without fill, tap and decap cells):
| family | Yosys count | count (layout) | share of synthesized area |
|---|---|---|---|
| AOI/OAI and AO/OA | 767 | 767 | 0.377 |
| xor gates and xnor gates | 156 | 156 | 0.106 |
| adders and majority gates | 142 | 142 | 0.137 |
| buffers and inverters | 172 | 473 | 0.0536 |
| muxes | 91 | 91 | 0.0752 |
| other | 0 | 2 | 0 |
| and+or+nand+nor | 650 | 650 | 0.252 |
area by class of cell:
class,count,area (µm²),area share
Antenna cell,2,5.00,0.000287
Inverter,59,221,0.0127
Multi-Input combinational cell,1806,12200,0.703
Tap cell,696,871,0.0500
Timing Repair Buffer,414,4070,0.234
Power and IR drop assume default switching activity.
